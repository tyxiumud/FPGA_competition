### /design/flow/run.sh
#!/bin/bash
# OpenROAD 26Q1-2900-gdf79404cd8, Yosys 0.63+post, stock flow scripts
make -C /OpenROAD-flow-scripts/flow DESIGN_CONFIG=/design/flow/config.mk WORK_HOME=/design/flow/orfs finish
### /design/flow/constraint.sdc
current_design VGA_data_pro

set clk_period 3.4
set clk_io_pct 0.2

create_clock -name clk0 -period $clk_period [get_ports {clk_50M}]

set non_clock_inputs [all_inputs -no_clocks]
set_input_delay [expr $clk_period * $clk_io_pct] -clock clk0 $non_clock_inputs
set_output_delay [expr $clk_period * $clk_io_pct] -clock clk0 [all_outputs]
### /design/flow/config.mk
export PLATFORM = sky130hd
export DESIGN_NAME = VGA_data_pro
export DESIGN_NICKNAME = VGA_data_pro
export VERILOG_FILES = /design/flow/design.v
export SDC_FILE = /design/flow/constraint.sdc
export NUM_CORES = 4
export LEC_CHECK = 1
export CORE_UTILIZATION = 50
### /design/flow/design.v
`timescale 1ns / 1ps
module VGA_data_pro(
	input 				clk_50M 		,
	input 				s_rst_n 		,
	output 	 	[32:0] 	time_pass_data 	,
	input 		[32:0]	time_now_data 	,
	input 				music_dis_open	,
	input 				music_dis_close ,
	output 	reg			music_state 	,
	input 				pilao_en 		,
	output 				pilao_dis_open 	,
	input 				plus_shi 		,
	output 				display_3_en 	,
	output 				display_4_en	
    );
reg clk_1s; 
reg [25:0] cnt;
always@(posedge clk_50M or negedge s_rst_n)    
begin  
   if(!s_rst_n)
	    cnt <= 0;
	else if(cnt==26'd24_999_999) 
	begin
	    cnt <= 0;	
	    clk_1s <= ~clk_1s;
    end
    else
       cnt <= cnt + 1'b1;		 
end
reg [7:0] miao_data;
always @ (posedge clk_1s or negedge s_rst_n)
begin
	if(!s_rst_n)
		miao_data <= 'd0;
	else 
		if(miao_data[3:0] == 'd9 && miao_data[7:4] == 'd5)
			miao_data <= 'd0;
		else 
			if(miao_data[3:0] == 'd9)
				begin
					miao_data[3:0] <= 'd0;
					miao_data[7:4] <= miao_data[7:4] + 1'b1;
				end
			else 
				miao_data <= miao_data + 1'b1;
end
reg [7:0] fen_data;
always @ (posedge clk_1s or negedge s_rst_n)
begin
	if(!s_rst_n)
		fen_data <= 'd0;
	else 
		if(fen_data[3:0] == 'd9 && fen_data[7:4] == 'd5)
			fen_data <= 'd0;
		else 
			if(fen_data[3:0] == 'd9)
				begin
					fen_data[3:0] <= 'd0;
					fen_data[7:4] <= fen_data[7:4] + 1'b1;
				end
			else 
				if(miao_data[3:0] == 'd9 && miao_data[7:4] == 'd5)
					fen_data <= fen_data + 1'b1;
end
reg [7:0] shi_data;
always @ (posedge clk_1s or negedge s_rst_n)
begin
	if(!s_rst_n)
		shi_data <= 'd0;
	else 
		if(shi_data[3:0] == 'd3 && shi_data[7:4] == 'd2)
			shi_data <= 'd0;
		else 
			if(shi_data[3:0] == 'd9)
				begin
					shi_data[3:0] <= 'd0;
					shi_data[7:4] <= shi_data[7:4] + 1'b1;
				end
			else 
				if(fen_data[3:0] == 'd9 && fen_data[7:4] == 'd5)
					shi_data <= shi_data + 1'b1;
				else 
					if(plus_shi == 1'b1)
						shi_data <= 'd6;
end
assign time_pass_data = {shi_data,fen_data,miao_data};
reg display_3 ;
reg display_4 ;
always @ (posedge clk_50M or negedge s_rst_n)
begin
	if(!s_rst_n)
		begin
			display_3 <= 1'b0;
			display_4 <= 1'b0;
		end
	else 
		if(time_now_data[23:16] >= 'd8 && shi_data >= 'd5 )
			display_3 <= 1'b1;
		else 
			if((time_now_data[23:16] < 'd8 || time_now_data[23:20] >= 2) && shi_data >= 'd2)
				display_4 <= 1'b1;
			else 
				begin
					display_3 <= 1'b0;
					display_4 <= 1'b0;
				end
end
reg [2:0] display_3_delay;
always @ (posedge clk_50M or negedge s_rst_n)
begin
if(!s_rst_n)
	begin
		display_3_delay <= 'd0;
	end
else 
	begin
		display_3_delay <= {display_3_delay[1:0],display_3};
	end
end 
wire nege_display_3;
wire pose_display_3;
assign pose_display_3 = (~display_3_delay[2])&&display_3_delay[1];
assign nege_display_3 = display_3_delay[2]&&(!display_3_delay[1]);
reg [2:0] display_4_delay;
always @ (posedge clk_50M or negedge s_rst_n)
begin
if(!s_rst_n)
	begin
		display_4_delay <= 'd0;
	end
else 
	begin
		display_4_delay <= {display_4_delay[1:0],display_4};
	end
end 
wire nege_display_4;
wire pose_display_4;
assign pose_display_4 = (~display_4_delay[2])&&display_4_delay[1];
assign nege_display_4 = display_4_delay[2]&&(!display_4_delay[1]);
assign display_3_en = pose_display_3; 
assign display_4_en = pose_display_4; 
reg [25:0] cnt_pilao;
reg cnt_pilao_en;
assign pilao_dis_open = cnt_pilao_en;
reg [4:0] cnt_pilao_time;
always@(posedge clk_50M or negedge s_rst_n)    
begin
	if(!s_rst_n)
		cnt_pilao_en <= 1'b0;
	else 
		if(pilao_en)
			cnt_pilao_en <= 1'b1;
		else 
			if(cnt_pilao_time == 'd20)
				cnt_pilao_en <= 1'b0;
end
always@(posedge clk_50M or negedge s_rst_n)    
begin  
   if(!s_rst_n)
	    cnt_pilao <= 0;
	else 
		if(cnt_pilao_en)
			begin
				if(cnt_pilao==26'd24_999_999)
	    			cnt_pilao <= 0;	
    			else
    			   cnt_pilao <= cnt_pilao + 1'b1;		 	
			end		
		else 
			 cnt_pilao <= 'd0;
end
always@(posedge clk_50M or negedge s_rst_n)    
begin  
  if(!s_rst_n)
  	cnt_pilao_time <= 'd0;
  else 
  	if(cnt_pilao==26'd24_999_999)
  		cnt_pilao_time <= cnt_pilao_time + 1'b1;
  	else 
  		if(cnt_pilao_time == 'd20)
  			cnt_pilao_time <= 'd0;
end 
always@(posedge clk_50M or negedge s_rst_n)    
begin  
  if(!s_rst_n)
  	music_state <= 1'b0;
  else 
  	if(music_dis_open)
  		music_state <= 1'b1;
  	else 
  		if(music_dis_close)
	  		music_state <= 1'b0;
	  	else 
	  		music_state <= music_state;
end
endmodule
==> job_summary.md <==
## PnR job results

| Metric | Value |
|---|---|
| Post-synth EDFFs | 1 |
| Yosys warning count | 1 |
| Netlist cell types | 49 |
| Mux frac, synth | between 1.5 and 2% |
| Root Buffer | clkbuf_8 |
| Count of endpoints without a timing constraint | 48 |
| GRT Util Overall | a little under 20% |
| RSZ-0062 raised after global routing | false |
| Fillers | 786 |
| Via density | 5.20 |
| CTS-repair resized insts | 0 |
| Worst-path fanout max | 24 |
| Worst setup EP type | flip-flop |
| Dominant comb cell | simple AND/OR/NAND/NOR gates |
| Static leakage | 2.40 nW |
| Num CTS Buffers | 9 |
| Worst-margin pin slew | 0.964 ns |
| FP Rows | 35 |
| Clock skew | 0.00566 ns |
| Share of the synthesized area in the top cell type | 47.9% |
| Most used flip-flop cell | dfrtp_1 |
| Antenna violations before repair | 0 |
| Hold WC Path Type | input pin to async pin |
| Cycle use final | 70.3% |
| Yosys Instances | 485 |
| Simple share | approximately a quarter |
| Slew Viols, Final | 0 |
| F_max | ~0.42 GHz |
| Worst VDD drop | ~0.17 mV |
| Max cap viols | 0 |
| Diode count | 0 |
| Power density over the cells | around 300 nW/um^2 |
| Die height | a little under 100 um |
| First-pass GRT wire length | 15,200 um |
| Synth area leader | dfrtp_1 |
| DRC Markers | 0 |
| GP Congestion | 0.835 |
| Yosys Chip Area | 4750 sq um |
| Final HPWL DP | 5990 um |
| Post-synthesis sequential area ratio | between 40 and 50% |
| Biggest area cells | dfrtp_1 48%, nor2_1 5.8%, xor2_1 5.7% |
| Io pins | 76 |
| Top cells excl fill/tap | 91 x dfrtp_1, 73 x nor2_1, 40 x nand2_1 |
| Die area | ~9900 sq um |
| Setup Fix Bufs, Post-CTS | 0 |
| Hold buffers post-CTS | 0 |
| CP Class | flip-flop to flip-flop |
| Die width | slightly below 100 um |
| WL/cell | 13.0 um |
| Rel. slew slack | 35.1% |
| Pwr Total | 1.61 mW |
| Post-synthesis instance area | about 4700 sq um |
| DR vias | ~3.4k |
| Maximum clock path buffer count | 2 |
| H-tree depth | 3 |
| Register pins left without a clock | 24 |
| XOR Share, Synth | 10.3% |
| Synth Instances | 485 |
| Floorplan utilization | about half |
| 1st-iter DRT viols | 114 |
| Buffers on Ports | 38 |
| Area Overhead vs Synth | 13.8% |
| Largest net degree at the start of global routing | between 50 and 60 |
| DRT Pass-1 Iters | 6 |
| Setup_tns | 0 ns |
| Core Region | 9240 sq um |
| Clock Pin Slew Worst Setup and Hold Paths | 0.07 ns |
| Syn_area_per_cell | 9.79 sq um |
| Tool warnings | 64 |
| Setup violations, final | 0 |
| Post-synth ARST share | slightly below 100% |
| Synth Area in Compound Gates | 5.87% |
| Antenna Nets Post-Route | 0 |
| Adder-Cell Fraction of Synth Area | 5.27% |
| Most frequent logic cell in the layout | dfrtp_1 |
| Worst setup SP type | flip-flop |
| Final WL | between 8000 and 9000 um |
| Final Hold Viols | 0 |
| CTS tree | done |
| Status | finished, final reports clean |
| Final min period | between 2 and 2.5 ns |
| Vias in the first global route | roughly 3.3k |
| Layout cell share with drive strength beyond 1 | under 10% |
| WP data arrival | 2.60 ns |
| Late-Pin Clk Latency | 0.33 ns |
| Flops after synth | 92 |
| Grt total ovfl | 0 |
| Worst path required time | between 3 and 4 ns |
-- final timing paths --
path / startpoint / to / slack [ns] / depth (start not counted)
hold / removal: s_rst_n / music_state$_DFFE_PN0P_ / 0.32 / 1
min in group clk0: display_3_delay[0]$_DFF_PN0_ / display_3_delay[1]$_DFF_PN0_ / 0.35 / 0
hold reg to reg: display_3_delay[0]$_DFF_PN0_ / display_3_delay[1]$_DFF_PN0_ / 0.35 / 0
setup / recovery: cnt_pilao[17]$_DFF_PN0_ / cnt_pilao[19]$_DFF_PN0_ / 1.01 / 6
max in group asynchronous: s_rst_n / cnt[14]$_DFF_PN0_ / 2.05 / 2
setup reg to reg: cnt_pilao[17]$_DFF_PN0_ / cnt_pilao[19]$_DFF_PN0_ / 1.01 / 6
-- layout make-up --
| cell class | instances | area, sq um | area share (%) |
|---|---|---|---|
| flip-flops and latches | 92 | 2310 | 42.7 |
| clock inverters | 2 | 10.0 | 0.185 |
| clock buffers | 13 | 159 | 2.94 |
| well taps | 129 | 161 | 2.99 |
| multi-input cells | 363 | 2280 | 42.2 |
| inverters | 20 | 75.1 | 1.39 |
| repair buffers | 42 | 408 | 7.55 |
-- per-stage QoR --
stage	worst slack (ns)	instance area (sq um)	hold WS, ns	util [%]	std cells
floorplan	1.47	4780	0.331	-	493
global placement	1.03	5230	0.333	56.6	646
detailed placement	1.01	5230	0.338	56.6	646
CTS	0.985	5400	0.333	58.5	661
global route	0.812	5400	0.353	58.5	661
finish	1.01	5400	0.318	58.5	661
-- worst max-delay path: stages (launching register included) --
cell	delay, ns
dfrtp_1	0.43
or4b_1	0.56
nor4b_2	0.22
nand4_1	0.49
nand2_1	0.21
buf_4	0.29
nor2_1	0.08
-- Yosys cell counts, types with 8 or more instances --
| cell type | n |
|---|---|
| inv_1 | 20 |
| nor4_1 | 13 |
| nor2_1 | 73 |
| buf_4 | 9 |
| xnor2_1 | 25 |
| nand3_1 | 32 |
| nand4_1 | 15 |
| xor2_1 | 31 |
| nor3_1 | 9 |
| ha_1 | 20 |
| dfrtp_1 | 91 |
| and3_1 | 8 |
| nand2_1 | 40 |
| o21ai_0 | 13 |
| a21oi_1 | 11 |
-- registers in the layout (all words and copies together) (netlist names), 3 cells and up --
signal,count
cnt_pilao,26
display_3_delay,3
cnt_pilao_time,5
display_4_delay,3
cnt,26
miao_data,8
shi_data,8
fen_data,8
-- per-layer routing --
layer  vias to the layer above  part of all wire, %  wire length (um)  GRT usage (%)
li1                       1736                    -                 -              -
met1                      1637                   53              4580           32.5
met2                        54                   43              3690           28.8
met3                         8                  2.4               205           3.15
met4                         0                  1.1                97           2.04
met5                         -                    0                 0              0
-- where the power goes --
| group | switching (mW) | internal (mW) | total, mW |
|---|---|---|---|
| Combinational | 0.0726 | 0.0624 | 0.135 |
| Clock | 0.278 | 0.299 | 0.577 |
| Sequential | 0.0410 | 0.857 | 0.898 |
-- cell families (layout without fill, tap and decap cells) --
kind of cell | count (synthesis) | count (layout)
other | 1 | 9
AND-OR/OR-AND | 44 | 44
adder cells (fa/ha/maj) | 20 | 20
buffers and inverters | 38 | 77
multiplexers | 7 | 7
XOR/XNOR | 56 | 56
AND/OR/NAND/NOR | 227 | 227
flip-flops | 92 | 92
Power and IR drop assume default switching activity.
