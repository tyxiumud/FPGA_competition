`flow/run.sh`:
```
#!/bin/bash
# OpenROAD 26Q1-2900-gdf79404cd8, Yosys 0.63+post, stock flow scripts
make -C /OpenROAD-flow-scripts/flow DESIGN_CONFIG=/design/flow/config.mk WORK_HOME=/design/flow/orfs finish
```
`flow/config.mk`:
```
export PLATFORM = sky130hd
export DESIGN_NAME = top_distance
export DESIGN_NICKNAME = top_distance
export VERILOG_FILES = /design/flow/design.v
export SDC_FILE = /design/flow/constraint.sdc
export NUM_CORES = 4
export LEC_CHECK = 1
export CORE_UTILIZATION = 50
```
`flow/constraint.sdc`:
```
current_design top_distance

set clk_period 6.0
set clk_io_pct 0.2

create_clock -name clk0 -period $clk_period [get_ports {clk_50M}]

set non_clock_inputs [all_inputs -no_clocks]
set_input_delay [expr $clk_period * $clk_io_pct] -clock clk0 $non_clock_inputs
set_output_delay [expr $clk_period * $clk_io_pct] -clock clk0 [all_outputs]
```
`flow/design.v`:
```
`timescale 1ns / 1ps
module data_calculate(
	input 					clk_50M			,
	input 					s_rst_n			,
	input  	 [15:0] 		data 			,
	output 					meter_1_en 		,
	output 					meter_0_5_en 	,
	output 	 	 			cm_20_en
    );	
reg meter_1;
always @ (posedge clk_50M or negedge s_rst_n)
begin
	if(!s_rst_n)
		meter_1 <= 1'b0;
	else 
		if((data[15:8] <= 8'd0 && data[7:4] <= 4'd9 && data[3:0] <= 4'd9) && (data != 'd0))
			meter_1 <= 1'b1;
		else 
			if((data[15:8] >= 8'd1))
				meter_1 <= 1'b0;
			else 
				meter_1 <= meter_1;
end
reg [2:0] meter_1_delay;
always @ (posedge clk_50M or negedge s_rst_n)
begin
	if(!s_rst_n)
		begin
			meter_1_delay <= 'd0;
		end
	else 
		begin
			meter_1_delay <= {meter_1_delay[1:0],meter_1};
		end
end 
wire pose_meter_1_en;
assign pose_meter_1_en = (~meter_1_delay[2])&&meter_1_delay[1];
assign meter_1_en = pose_meter_1_en;
reg meter_0_5;
always @ (posedge clk_50M or negedge s_rst_n)
begin
	if(!s_rst_n)
		meter_0_5 <= 1'b0;
	else 
		if((data[15:8] <= 8'd0 && data[7:4] <= 4'd4 && data[3:0] <= 4'd9) && (data != 'd0))
			meter_0_5 <= 1'b1;
		else 
			if((data[15:8] >= 8'd1 || data[7:4] > 4'd5 && data[3:0] > 4'd0))
				meter_0_5 <= 1'b0;
			else 
				meter_0_5 <= meter_0_5;
end
reg [2:0] meter_0_5_delay;
always @ (posedge clk_50M or negedge s_rst_n)
begin
	if(!s_rst_n)
		begin
			meter_0_5_delay <= 'd0;
		end
	else 
		begin
			meter_0_5_delay <= {meter_0_5_delay[1:0],meter_0_5};
		end
end 
wire pose_meter_0_5_en;
assign pose_meter_0_5_en = (~meter_0_5_delay[2])&&meter_0_5_delay[1];
assign meter_0_5_en = pose_meter_0_5_en;
reg cm_20;
always @ (posedge clk_50M or negedge s_rst_n)
begin
	if(!s_rst_n)
		cm_20 <= 1'b0;
	else 
		if((data[15:8] <= 8'd0 && data[7:4] <= 4'd2 && data[3:0] <= 4'd0) && (data != 'd0))
			cm_20 <= 1'b1;
		else 
			if((data[15:8] >= 8'd1 || (data[7:4] > 4'd2 && data[3:0] > 4'd0)))
				cm_20 <= 1'b0;
			else 
				cm_20 <= cm_20;
end
reg [2:0] cm_20_delay;
always @ (posedge clk_50M or negedge s_rst_n)
begin
	if(!s_rst_n)
		begin
			cm_20_delay <= 'd0;
		end
	else 
		begin
			cm_20_delay <= {cm_20_delay[1:0],cm_20};
		end
end 
wire pose_cm_20_en;
assign pose_cm_20_en = (~cm_20_delay[2])&&cm_20_delay[1];
assign cm_20_en = pose_cm_20_en;
endmodule
`timescale 1ns / 1ps
module measurement(
	input 				clk_50M 	,
	input 				s_rst_n 	,
	input 				Echo 		,
	output 	reg 		trig 		,
	output 	reg [15:0] 	data 	
    );
reg [2:0] Echo_delay;
always @ (posedge clk_50M or negedge s_rst_n)
begin
if(!s_rst_n)
	begin
		Echo_delay <= 'd0;
	end
else 
	begin
		Echo_delay <= {Echo_delay[1:0],Echo};
	end
end 
wire nege_Echo;
wire pose_Echo;
assign pose_Echo = (~Echo_delay[2])&&Echo_delay[1];
assign nege_Echo = Echo_delay[2]&&(!Echo_delay[1]);
reg cnt_17M_en;
always @ (posedge clk_50M or negedge s_rst_n)
begin
	if(!s_rst_n)
		cnt_17M_en <= 'd0;
	else 
		if(pose_Echo)
			cnt_17M_en <= 1'b1;
		else 
			if(nege_Echo)
				cnt_17M_en <= 1'b0;
			else 
				cnt_17M_en <= cnt_17M_en;
end
reg [11:0] cnt_17M;
always @ (posedge clk_50M or negedge s_rst_n)
begin
	if(!s_rst_n)
		cnt_17M <= 'd0;
	else 
		if(cnt_17M_en)
			begin
				if(cnt_17M == 'd2942)
					cnt_17M <= 'd0;
		        else 
		        	cnt_17M <= cnt_17M + 1'b1;
			end
		else 
			cnt_17M <= 'd0;
end 
reg clk_17M;
always @ (posedge clk_50M or negedge s_rst_n)
begin
	if(!s_rst_n)
		clk_17M <= 1'b0;
	else 
		if(cnt_17M == 'd2942)
			clk_17M <= 1'b1;
		else 
			clk_17M <= 1'b0;
end
reg [31:0] cnt_500Ms;
always @ (posedge clk_50M or negedge s_rst_n)
begin
	if(!s_rst_n)
		cnt_500Ms <= 1'b0;
	else 
		if(cnt_500Ms == 'd12_500_000)
			cnt_500Ms <= 'd0;
		else 
			cnt_500Ms <= cnt_500Ms + 1'b1;
end
always @ (posedge clk_50M or negedge s_rst_n)
begin
	if(!s_rst_n)
		trig <= 1'b0;
	else 
		if(cnt_500Ms <= 'd900)
			trig <= 1'b1;
		else 
			trig <= 1'b0;
end 
reg [15:0] data_r;
always @ (posedge clk_50M or negedge s_rst_n)
begin
	if(!s_rst_n)
		data_r <= 'd0;
	else 
		if(clk_17M == 1'b1)
			begin
				if(data_r[3 :0 ] == 'd9)
					begin
						data_r[7 :4 ] <= 1'b1 + data_r[7 :4 ];
						data_r[3 :0 ] <= 'd0;
					end 
				else 
					if(data_r[7 :4 ] == 'd9)
						begin
							data_r[11:8 ] <= 1'b1 + data_r[11:8 ];
							data_r[7 :4 ] <= 'd0;
						end 
					else 
						if(data_r[11:8 ] == 'd9)
							begin
								data_r[15:12] <= 1'b1 + data_r[15:12];
								data_r[11:8 ] <= 'd0;
							end 
						else 
							data_r <= data_r + 1'b1;
			end 
		else 
			if(cnt_500Ms == 'd12_500_000)
				data_r <= 'd0;
			else
				data_r <= data_r;
end 
always @ (posedge clk_50M or negedge s_rst_n)
begin
	if(!s_rst_n)
		data <= 'd0;
	else 
		if(cnt_500Ms == 'd12_499_999)
			data <= data_r;
		else 
			data <= data ;
end 
endmodule
`timescale 1ns / 1ps
module top_distance(
	input 					clk_50M			,
	input 					s_rst_n			,
	output 					meter_1_en 		,
	output 					meter_0_5_en 	,
	output 					cm_20_en 		,
	input 					Echo 			,
	output 	 	 			trig 		    ,
    input                   Echo1           ,
    output                  trig1           ,
    output     [15:0]       data        
    );
wire [15:0] data0;
wire [15:0] data1;
measurement measurement_0 (
    .clk_50M(clk_50M), 
    .s_rst_n(s_rst_n), 
    .Echo(Echo), 
    .trig(trig), 
    .data(data0)
    );
measurement measurement_1 (
    .clk_50M(clk_50M), 
    .s_rst_n(s_rst_n), 
    .Echo(Echo1), 
    .trig(trig1), 
    .data(data1)
    );
assign data = (data0+data1)/2;
data_calculate data_calculate_0 (
    .clk_50M(clk_50M), 
    .s_rst_n(s_rst_n), 
    .data(data), 
    .meter_1_en(meter_1_en), 
    .meter_0_5_en(meter_0_5_en), 
    .cm_20_en(cm_20_en)
    );
endmodule
```
==> qor.csv <==
stage;metric;value;unit
global_routing;Total GRT Usage;21.0;%
timing;actual slew at the worst max-slew pin;0.752;ns
critical_path;reg2reg end;data_calculate_0.meter_0_5;
clocking;clock latency on the worst-skew pair;0.42;ns
clocking;# clock sinks;176;
clocking;clk slew on worst S/H paths;0.07;ns
cells_and_area;layout cells sized above 1;9.58;%
global_routing;largest net degree at the start of global routing;72;
global_routing;total gr overflow;0;
timing;Final Hold Vio Count;0;
route;# DRC;0;
floorplan;Std-Cell Core Area;18000;sq um
route;remaining antenna violation count;0;
place;hpwl dp;12800;um
synth;mean post-synth cell area;9.86;sq um
global_routing;initial antenna violation count;0;
synth;ys async rst share;100;%
route;vias;6711;
clocking;H-tree depth;4;
timing;final period demand of the worst path;4.54;ns
route;vias per inst;5.55;
clocking;post-cts sizing count;0;
timing;final setup fails;0;
floorplan;FP Util;51.3;%
clocking;CTS root buf;clkbuf_16;
cells_and_area;final cell count without fillers;1210;
route;WL/cell;14.9;um
synth;Post-synth seq share;47.6;%
worst_hold_path;WHS Path Cells;0;
outcome;status;finished, final reports clean;
floorplan;Die Ht;138;um
timing;setup TNS;0;ns
flow_run;max_cap viols;0;
route;DR pass1 iterations;5;
critical_path;setup slack, reg-to-reg;3.14;ns
clocking;CTS Hold Buffers Added;0;
clocking;Num CTS Buffers;17;
floorplan;IO Pins;25;
global_routing;vias in the first global route;6457;
critical_path;critical path peak fanout;8;
place;Placed Cells incl. Taps;1178;
synth;Post-synth EDFFs;0;
critical_path;startpoint types;flip-flop;
synth;Synth Cell Area;9250;sq um
critical_path;reg2reg path depth;10;
global_routing;first-pass GRT wire length;30700;um
power_and_ir_drop;Peak VDD IR;0.221;mV
synth;ys cells;938;
critical_path;CP max stage delay;0.52;ns
floorplan;Die W;138;um
timing;Slew Limit Fails;0;
synth;Yosys reg bits;176;
clocking;Post-CTS Setup Bufs;0;
critical_path;Crit path arrival time;3.34;ns
route;Ant. Diodes;0;
synth;YS chip area;9250;sq um
synth;Primary FF master, synth;dfrtp_1;
timing;RSZ-0062 raised after global routing;false;
power_and_ir_drop;Pwr Total;2350;uW
place;GPL Wtd Cong;0.898;
floorplan;chip area;19000;sq um
place;PortBufs;24;
synth;Mapped Cells;938;
clocking;CTS max path bufs;2;
critical_path;worst r2r src;measurement_0.data[1];
timing;worst clock skew;0.0129;ns
floorplan;Cell Rows;49;
route;Iteration-0 DRC Markers;548;
power_and_ir_drop;Leakage;0.00468;uW
place;placed instance area;9740;sq um
worst_hold_path;hold endpoint;data_calculate_0.meter_0_5_delay[1];
critical_path;endpoint class of the critical path;output pin;
synth;Netlist cell types;67;
synth;Yosys Warn Count;2;
critical_path;crit-path cells;inv_1 -> fa_1 -> nor2b_1 -> o31a_1 -> o211ai_1 -> o2bb2ai_1 -> o21ai_0 -> xor2_1 -> clkdlybuf4s50_1;
worst_hold_path;worst hold start;data_calculate_0.meter_0_5_delay[0];
cells_and_area;cell area after layout;10300;sq um
critical_path;Required @ worst endpoint;4.80;ns
critical_path;Critical-path top delay cell;clkdlybuf4s50_1;
cells_and_area;P&R area growth vs syn;11.7;%
timing;Slew HR;49.8;%
flow_run;tool warnings;35;
power_and_ir_drop;P per Cell Area;228;nW/um^2
worst_hold_path;Worst Hold Class;flip-flop to flip-flop;
critical_path;crit path kind;flip-flop to output pin;
timing;final period utilization;75.7;%
timing;Fmax achieved;220;MHz
route;WL final;18000;um
clocking;CTS tree;yes;
==> cell usage after synthesis, types with 3 or more instances <==
cell	count	share of area (%)
dfrtp_1	176	48
nor2_1	117	4.7
nand2_1	87	3.5
xnor2_1	60	5.7
nand3_1	54	2.9
o21ai_0	50	2.7
ha_1	39	5.3
xor2_1	38	3.6
inv_1	35	1.4
mux2_2	26	3.2
a21oi_1	25	1.4
nand4_1	22	1.5
nor3_1	21	1.1
and3_1	16	1.1
clkbuf_1	14	0.57
nor2b_1	13	0.88
nor4_1	12	0.81
and2_1	11	0.74
nand2b_1	9	0.61
or2_2	9	0.61
and4_1	7	0.66
o31ai_1	7	0.57
a21o_1	6	0.49
o22ai_1	6	0.41
a31oi_1	5	0.34
nor3b_1	5	0.41
or3_1	5	0.34
a21oi_2	4	0.38
a211oi_1	3	0.24
a221oi_1	3	0.28
buf_2	3	0.16
nor4_4	3	0.69
o211ai_1	3	0.24
o21a_1	3	0.24
==> report_power, final <==
group          total, uW  switching (uW)  internal [uW]
Sequential          1200            4.69           1190
Combinational       39.6            31.8           7.79
Clock               1120             488            627
Total               2350             525           1830
==> flip-flops by register name (all words and copies together), names as in the netlist, 3 cells and up <==
register                          flops
measurement_0.Echo_delay              3
measurement_1.data                   16
measurement_0.data_r                 16
measurement_1.Echo_delay              3
measurement_0.cnt_17M                12
measurement_0.cnt_500Ms              32
data_calculate_0.meter_0_5_delay      3
data_calculate_0.meter_1_delay        3
data_calculate_0.cm_20_delay          3
measurement_1.cnt_17M                12
measurement_0.data                   16
measurement_1.data_r                 16
measurement_1.cnt_500Ms              32
==> metal layers <==
layer | track usage, % | part of all wire (%) | vias to the layer above
li1 | - | - | 3354
met1 | 33.9 | 50 | 3213
met2 | 31.0 | 44 | 129
met3 | 4.36 | 4.5 | 15
met4 | 2.84 | 1.1 | 0
met5 | 0 | 0 | -
==> worst max-delay path by stage <==
stage / end / slack (ns) / depth (start not counted) / startpoint
4_1_cts: data[13] / 1.46 / 9 / measurement_0.data[1]
5_1_grt: data[13] / 1.29 / 9 / measurement_0.data[1]
6_report: data[13] / 1.46 / 9 / measurement_0.data[1]
==> cell type report <==
cell class / count / area, sq um
fill: 1487 / 7690
multi-input combinational: 708 / 4630
sequential: 176 / 4400
clock buffer: 17 / 425
timing repair buffer: 30 / 287
tap: 229 / 287
clock inverter: 15 / 169
inverter: 35 / 131
==> cells in the final DEF (no fill, tap or decap), types with 22 or more instances in the layout <==
cell type,Yosys,final
dfrtp_1,176,176
clkdlybuf4s50_1,0,23
nand3_1,54,54
ha_1,39,39
nand2_1,87,87
xnor2_1,60,60
o21ai_0,50,50
a21oi_1,25,25
xor2_1,38,38
nand4_1,22,22
inv_1,35,35
mux2_2,26,26
nor2_1,117,117
==> metrics by stage <==
step | utilization (%) | setup slack, ns | hold WS [ns]
final | 57.3 | 1.46 | 0.351
after detailed placement | 54.0 | 1.95 | 0.335
after floorplan | - | 2.79 | 0.331
after global placement | 54.0 | 2.00 | 0.332
after global routing | 57.3 | 1.29 | 0.354
after CTS | 57.3 | 1.46 | 0.351
==> cells by family (layout without fill, tap and decap cells) <==
| group | count (synthesis) | count (layout) | share of synthesized area, % |
|---|---|---|---|
| xor gates and xnor gates | 98 | 98 | 9.28 |
| and+or+nand+nor | 400 | 400 | 21.6 |
| buffers and inverters | 54 | 97 | 2.31 |
| adders and majority gates | 40 | 40 | 5.49 |
| AOI/OAI and AO/OA | 144 | 144 | 10.5 |
| muxes | 26 | 26 | 3.17 |
| DFF | 176 | 176 | 47.6 |
==> critical path: cells and delay by family, from the launching register on <==
kind	cells	cell delay (ns)
AOI/OAI and AO/OA	4	0.97
xor gates and xnor gates	1	0.29
adders and majority gates	1	0.46
buffers and inverters	2	0.59
DFF	1	0.37
and+or+nand+nor	1	0.22
Power figures rest on the tool's default switching activity, not on a simulated workload.
